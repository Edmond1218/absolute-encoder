### /design/flow/run.sh
#!/bin/bash
# OpenROAD 26Q1-2900-gdf79404cd8, Yosys 0.63+post, stock flow scripts
make -C /OpenROAD-flow-scripts/flow DESIGN_CONFIG=/design/flow/config.mk WORK_HOME=/design/flow/orfs finish
### /design/flow/config.mk
export PLATFORM = sky130hd
export DESIGN_NAME = bissc
export DESIGN_NICKNAME = bissc
export VERILOG_FILES = /design/flow/design.v
export SDC_FILE = /design/flow/constraint.sdc
export NUM_CORES = 4
export LEC_CHECK = 1
export CORE_UTILIZATION = 40
### /design/flow/constraint.sdc
current_design bissc

set clk_period 6.9
set clk_io_pct 0.2

create_clock -name clk0 -period $clk_period [get_ports {enc_clk}]

set non_clock_inputs [all_inputs -no_clocks]
set_input_delay [expr $clk_period * $clk_io_pct] -clock clk0 $non_clock_inputs
set_output_delay [expr $clk_period * $clk_io_pct] -clock clk0 [all_outputs]
### /design/flow/design.v
module bissc (
	input rst_n,
	input enc_clk,
	output oclk,
	input enc_data,
	input [9:0] enc_width,
	output [39:0] enc_pos
);
reg [2:0] state; 
reg [5:0] datacnt;
reg [39:0] mt_data;
reg [39:0] pos;
reg [5:0] crc_data;
reg cken;
always @(posedge enc_clk, negedge rst_n) begin
	if(!rst_n) begin
		state <= 3'd0;
		cken <= 1'b0;
		datacnt <= 6'd0;
		mt_data <= 40'd0;
		crc_data <= 6'd0;
		pos <= 32'd0;
	end
	else begin
		case(state)
			3'd0: begin  
				if(enc_data) begin
					cken <= 1'b1;
					state <= state + 1'b1;
					datacnt <= 6'd0;
				end
			end
			3'd1: begin  
				if(!enc_data) state <= state + 1'b1; 
			end
			3'd2: begin  
				if(enc_data) state <= state + 1'b1;
			end
			3'd3: begin
				state <= state + 1'b1;
				mt_data <= 0;
			end
			3'd4: begin  
				if(datacnt < enc_width) begin
					mt_data <= {mt_data[38:0], enc_data};
					datacnt <= datacnt + 1'b1;
				end
				else begin
					state <= state + 1'b1;
					datacnt <= 6'd0;
					pos <= mt_data;
				end
			end
			3'd5: begin  
				if(datacnt < 6'd1) begin
					datacnt <= datacnt + 1'b1;
				end
				else if(datacnt < 6'd7) begin
					datacnt <= datacnt + 1'b1;
					crc_data <= {crc_data[4:0], enc_data};
				end
				else begin
					state <= 0;
					cken <= 1'b0;
				end
			end
			default: begin
				state <= 0;
			end
		endcase
	end
end
assign enc_pos = pos;
assign oclk = cken & enc_clk;
endmodule
==> metrics.log <==
[flow] summary of implementation run
[metrics] sum of negative setup slack: 0 ns
[metrics] peak supply drop: 0.143 mV
[metrics] crit path cell chain: clkbuf_8 -> clkbuf_8 -> and2_1 -> clkdlybuf4s50_1
[metrics] Hold Path Sink: cken
[metrics] area of the synthesized netlist per yosys stat: a little over 4000 µm²
[metrics] worst hold start: cken
[metrics] worst skew pair latency: about 0.45 ns
[metrics] total global routing overflow: 0
[metrics] total of warnings raised by yosys: 1
[metrics] source of the worst register-to-register timing path: datacnt[5]
[metrics] total core area: 9860 µm²
[metrics] final weighted congestion of routability-driven global placement: 0.822
[metrics] via count of the first global-routing pass: roughly 2,600
[metrics] number of distinct library cells after synthesis: 35
[metrics] routed vias: between 2,000 and 3,000
[metrics] fraction of layout instances using a drive strength above 1: 0.216
[metrics] num rows: 36
[metrics] Worst Tran Pin Value: approximately 0.8 ns
[metrics] number of antenna violations at the first check in global routing: 0
[metrics] total of fill cells in the finished design: 851
[metrics] maximum capacitance violations: 0
[metrics] DR iter-0 viols: approximately 110
[metrics] total die area: 10,700 µm²
[metrics] average via count per standard cell: ~5
[metrics] CTS tree: done
[metrics] core utilization before placement: 0.417
[metrics] global-route wire length before repair: 12.6 mm
[metrics] worst slew slack as a fraction of its limit: 0.475
[metrics] Largest cells by area: sky130_fd_sc_hd__dfrtp_1 (55%), sky130_fd_sc_hd__mux2_2 (13%), sky130_fd_sc_hd__mux2i_1 (5.4%)
[metrics] Final ANT Viol Nets: 0
[metrics] die x size: about 100 µm
[metrics] max-slew violation count: 0
[metrics] Port Buf Inserts: 53
[metrics] reg-to-reg setup timing slack: around 4.5 ns
[metrics] Syn Inst Count: ~340
[metrics] crit path capture type: output port
[metrics] Cell Area, Synth: between 4000 and 5000 µm²
[metrics] cell leakage power: 2.55 nW
[metrics] number of hold buffers added after CTS: 0
[metrics] P per Cell Area: around 380 nW/µm²
[metrics] Worst Path Required: about 5.5 ns
[metrics] Hold Worst Slack: between 0.5 and 0.6 ns
[metrics] Resized Gates After CTS: 0
[metrics] Antenna diodes: 0
[metrics] Layout Skew: roughly 0.0094 ns
[metrics] Wirelength per Cell: ~14 µm
[metrics] share of the core filled with cells: 0.508
[metrics] total setup violations reported at the end of the flow: 0
[metrics] Critical Path Stages: 4
[metrics] Setup CP Type: clk2out
[metrics] type of the most critical hold path: reg2reg
[metrics] tool warning count: 32
[metrics] arrival time at the worst endpoint: between 4 and 5 ns
[metrics] library cell with the largest summed area after synthesis: sky130_fd_sc_hd__dfrtp_1
[metrics] most repeated library cell on the critical path: sky130_fd_sc_hd__clkbuf_8
[metrics] cell count of the worst hold path: 2
[metrics] reg2reg path depth: 7
[metrics] half-perimeter wire length after detailed placement: between 4 and 5 mm
[metrics] mean instance size in the synthesized netlist: 12.1 µm²
[metrics] area growth from synthesis to final layout: 22.0%
[metrics] Setup Buffers After CTS: 0
[metrics] vertical die size: approximately 100 µm
[metrics] slowest library cell on the worst path: sky130_fd_sc_hd__clkdlybuf4s50_1
[metrics] final routed wirelength across all metal layers: between 7 and 8 mm
[metrics] biggest fanout along the worst timing path: 2
[metrics] remaining design rule violation count: 0
[metrics] number of I/O pins: between 50 and 60
[metrics] global-route usage over all layers: 0.157
[metrics] terminus of the critical flop-to-flop path: mt_data[12]
[metrics] unrepaired setup endpoints after global routing: no
[metrics] number of hold violations in the final report: 0
[metrics] area share of the leading cell type in the synthesized netlist: 0.548
[metrics] sequential element share of the synthesized area: 0.548
[metrics] kind of cell with the highest combined delay on the critical path: buffers and inverters
[metrics] pin count of the biggest net entering global routing: ~52
[metrics] buffers plus inverters on the worst setup path: 3
[metrics] clock transition at the registers of the reported paths: approximately 0.08 ns
[metrics] kind of start point of the critical path: clock port
[metrics] drt first pass iters: 4
[metrics] Crit path largest cell delay: approximately 0.4 ns
[metrics] yosys cell count: about 340
[metrics] synthesis-stage register bit count: ~90
[metrics] result of the run: completed
-- cell usage after synthesis (all sizes together) --
cell type,count
a31oi,1
nor2b,2
a2111o,1
and2,1
o22ai,1
and4,1
nand2,35
a22oi,1
buf,9
inv,31
or2,1
nor2,6
and3,1
o21a,1
o22a,1
mux2,60
nand4,1
nand3,4
mux2i,22
a2111oi,1
o21ai,8
dfrtp,90
a211oi,2
clkbuf,7
nor4,1
nand2b,2
nor3,4
a21oi,29
ha,12
a21o,3
-- registers in the layout, summed over array words and instances (netlist names) --
register and cells:
state 3, datacnt 6, pos 40, mt_data 40, cken 1
-- report_power, final --
part / internal [mW] / switching [mW] / leakage (nW)
combinational: 0.349 / 0.312 / 1.21
sequential: 0.682 / 0.118 / 1.20
clock: 0.286 / 0.177 / 0.137
total: 1.32 / 0.608 / 2.55
-- tightest hold or removal path, delay by kind of cell, from the launching register on --
kind / cells / cell delay [ns]
simple gates: 1 / 0.05
flops: 1 / 0.36
compound gates: 1 / 0.06
-- logic make-up after synthesis --
| kind of cell | share of synthesized area |
|---|---|
| AOI/OAI and AO/OA | 0.0688 |
| adders and majority gates | 0.0365 |
| buffers and inverters | 0.0508 |
| DFF | 0.548 |
| muxes | 0.231 |
| and+or+nand+nor | 0.0657 |
-- through the flow --
stage | area, µm² | cells | power, mW | setup slack [ns]
floorplan | 4110 | 339 | 1.29 | 1.97
global placement | 4750 | 514 | 1.47 | 1.58
detailed placement | 4750 | 514 | 1.48 | 1.58
CTS | 5020 | 531 | 1.95 | 1.31
global route | 5020 | 531 | 2.07 | 1.30
finish | 5020 | 531 | 1.92 | 1.32
-- how the worst max path moves through the flow --
stage / startpoint / endpoint / slack [ns]
4_1_cts: enc_clk / oclk / 1.31
5_1_grt: enc_clk / oclk / 1.30
6_report: enc_clk / oclk / 1.32
-- cell usage in the layout (no fill, tap or decap), types with 2 or more instances in the layout --
cell                               n
sky130_fd_sc_hd__mux2i_1          22
sky130_fd_sc_hd__a21oi_1          29
sky130_fd_sc_hd__bufinv_16         3
sky130_fd_sc_hd__clkbuf_8         12
sky130_fd_sc_hd__inv_1            31
sky130_fd_sc_hd__a21o_1            2
sky130_fd_sc_hd__nor2b_1           2
sky130_fd_sc_hd__nand2b_1          2
sky130_fd_sc_hd__nand2_1          35
sky130_fd_sc_hd__clkdlybuf4s50_1  52
sky130_fd_sc_hd__mux2_4           14
sky130_fd_sc_hd__mux2_2           46
sky130_fd_sc_hd__dfrtp_1          90
sky130_fd_sc_hd__ha_1             12
sky130_fd_sc_hd__nor2_1            6
sky130_fd_sc_hd__buf_4             6
sky130_fd_sc_hd__nand3_1           4
sky130_fd_sc_hd__clkbuf_1          2
sky130_fd_sc_hd__a211oi_1          2
sky130_fd_sc_hd__o21ai_0           7
sky130_fd_sc_hd__nor3_1            3
-- per-layer routing --
layer  track usage  share of wire  up-vias
met5             0              0        -
met4        0.0217          0.017        0
met3        0.0369          0.038       11
met2         0.241           0.45       44
met1         0.244           0.49     1284
li1              -              -     1265
-- final cells by class --
class / instances / area (µm²) / area share
multi-input combinational: 202 / 1650 / 0.330
timing repair buffer: 57 / 556 / 0.111
tap: 133 / 166 / 0.0332
clock buffer: 15 / 183 / 0.0364
clock inverter: 3 / 90.1 / 0.0180
sequential: 90 / 2250 / 0.449
inverter: 31 / 116 / 0.0232
Power figures rest on the tool's default switching activity, not on a simulated workload.
