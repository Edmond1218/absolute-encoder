`flow/run.sh`:
```
#!/bin/bash
# OpenROAD 26Q1-2900-gdf79404cd8, Yosys 0.63+post, stock flow scripts
make -C /OpenROAD-flow-scripts/flow DESIGN_CONFIG=/design/flow/config.mk WORK_HOME=/design/flow/orfs finish
```
`flow/config.mk`:
```
export PLATFORM = sky130hd
export DESIGN_NAME = ssi
export DESIGN_NICKNAME = ssi
export VERILOG_FILES = /design/flow/design.v
export SDC_FILE = /design/flow/constraint.sdc
export NUM_CORES = 4
export LEC_CHECK = 1
export CORE_UTILIZATION = 40
```
`flow/constraint.sdc`:
```
current_design ssi

set clk_period 6.5
set clk_io_pct 0.2

create_clock -name clk0 -period $clk_period [get_ports {enc_clk}]

set non_clock_inputs [all_inputs -no_clocks]
set_input_delay [expr $clk_period * $clk_io_pct] -clock clk0 $non_clock_inputs
set_output_delay [expr $clk_period * $clk_io_pct] -clock clk0 [all_outputs]
```
`flow/design.v`:
```
module ssi (
	input rst_n,
	input enc_clk,  
	output oclk,
	input enc_data,
	input [9:0] enc_width,
	output reg [39:0] enc_pos
);
reg [2:0] rd_state;
reg [4:0] rd_cnt;
reg [5:0] delay_cnt;
reg [39:0] pos;
reg cken;
wire pos_bin;
always @(posedge enc_clk, negedge rst_n) begin
	if(!rst_n) begin
		rd_state <= 3'b0;
		pos <= 40'd0;
		enc_pos <= 40'd0;
		rd_cnt <= 5'd0;
		delay_cnt <= 6'd0;
		cken <= 1'b0;
	end
	else begin
		case(rd_state)
			3'b000: begin  
				if(enc_data) begin
					rd_state <= rd_state + 1'b1;
					rd_cnt <= 5'd1;
					pos <= 40'd0;
					cken <= 1'b1;
				end
				else begin
					cken <= 1'b0;
					pos <= 32'd0;
					rd_cnt <= 5'd0;
				end
			end
			3'b001: begin 
				if(rd_cnt == enc_width) begin
					rd_state <= rd_state + 1'b1;
					enc_pos <= {pos[38:0], pos_bin};
					pos <= {pos[38:0], pos_bin};
					cken <= 1'b0;
				end
				else begin
					rd_cnt <= rd_cnt + 1'b1;
					pos <= {pos[38:0], pos_bin};
				end
			end
			3'b010: begin 
				if(delay_cnt == 6'd10) begin
					rd_state <= 3'd0;
					delay_cnt <= 6'd0;
				end
				else begin
					delay_cnt <= delay_cnt + 1'b1;
				end
			end
			default: begin
				rd_state <= 3'b000;
			end
		endcase
	end
end
assign pos_bin = pos[0] ^ enc_data;
assign oclk = cken & enc_clk;
endmodule
```
==> results.ini <==
[clock_network]
cts_tree=yes
ctsResizeCount=0
clock_latency_ns=0.46
post-cts-setup-buffers=0
clk_pin_slew_worst_paths_ns=0.09
hold_buffers=0

[synth]
synthArstFlopShare_pct=100
syn_area_sq_um=3970
syn_avg_cell_area_sq_um=11.2
xor_area_share_pct=1.77
mux_area_share_pct=11.6
edf_count=0
logic_family=simple AND/OR/NAND/NOR gates
synthAoiAreaFrac_pct=3.97
ff_type=dfrtp_1
synth_seq_share_pct=59.3
synth_flops=94
yosys.area_share.simple_pct=18.1
yosys_warnings=1
synth_cell_types=36
ys_sh_adder_pct=2.21
ys_chip_area_sq_um=3970
synth_cells=354
yosys_cells=354

[drt]
routedWlPerCell_um=13.0
wl_um=7030
diodes=0
firstDrtPassIters=4
drc=0
ant_nets=0
via_per_inst=4.95
drt_iter0_drc=156
vias=2671

[power]
leakagePower_nw=2.37
p_sw_share_pct=34.5
p_comb_share_pct=23.7
ir_drop_v=0.000149
finalPower_w=0.00144
power.share.clock_pct=29.6
power_density_nw_per_um2=297
p_seq_share_pct=46.7
p_switching_w=0.000496
internal_power_w=0.000940

[worst_setup_path]
cp_slowest_stage_delay_ns=0.40
path_delay_family=buffers and inverters
cp-end-kind=output port
path_cells=clkbuf_8 > clkbuf_8 > and2_1 > clkdlybuf4s50_1
worstPathRequired_ns=5.20
path_buffers=3
cp_common_cell=clkbuf_8
critPathSlowestCell=clkdlybuf4s50_1
crit_type=clock port to output port
cp-start-kind=clock port
worst_ep_arrival_time_ns=4.02
critPathMaxFanout=2

[final_timing]
finalSetupViolCount=0
skew_ns=0.00989
slew_headroom_pct=49.0
fin_tns_setup_ns=0
rsz0062_at_grt=no
drv_slew=0
finalHoldViolCount=0
max_slew.worst_pin.slew_ns=0.765

[layout]
drive_above_1_share_pct=16.1
stdcell_count=540
synthToLayoutAreaGrowth_pct=21.7
layout_top_cell=dfrtp_1
design_area_sq_um=4830
final_cell_mix=94 x dfrtp_1, 85 x nand2_1, 52 x clkdlybuf4s50_1
finish.utilization_pct=51.3

[grt]
antenna_found_initial=0
grt_pass1_vias=2538
grt_max_degree=56
grtUsageTotal_pct=15.2
overflow=0
grt_pass1_wl_um=12000

[run_status]
status=finished, final reports clean

[run]
tool_warnings=31
maxCapViolations=0

[floorplan]
initial_core_util_pct=42.1
io_pins=54
fp.coreArea_sq_um=9420
std_cell_rows=35
chip_area_sq_um=10300
die_h_um=102
dieWidth_um=102

[place]
gp_congestion=0.752
portBuffers=53
place_hpwl_um=4280
placed_cells=521
postPlaceCellArea_sq_um=4590

[hold_path]
hp-class=flop to flop

-- cell type report --
class	count	area (sq um)
clock buffer	15	203
clock inverter	5	41.3
fill	828	4590
inverter	5	18.8
multi-input combinational	236	1500
sequential	94	2350
tap	129	161
timing repair buffer	56	548
-- worst reg2reg max path, stage by stage, from the launching register on --
cell and delay (ns):
dfrtp_1 0.47, inv_1 0.13, ha_2 0.18, nand2b_1 0.16, nor3_4 0.21, buf_4 0.47, mux2_2 0.45
-- synthesized netlist by cell type, types with 2 or more instances --
| cell | n | share of area, % |
|---|---|---|
| dfrtp_1 | 94 | 59 |
| nand2_1 | 85 | 8.0 |
| nand3_1 | 44 | 5.6 |
| mux2_2 | 35 | 9.9 |
| clkbuf_1 | 14 | 1.3 |
| o21ai_0 | 8 | 1.0 |
| xnor2_1 | 8 | 1.8 |
| ha_1 | 7 | 2.2 |
| mux2_1 | 6 | 1.7 |
| nor2_1 | 6 | 0.57 |
| inv_1 | 5 | 0.47 |
| buf_6 | 4 | 1.1 |
| nand4_1 | 4 | 0.63 |
| nand2b_1 | 3 | 0.47 |
| nor2b_1 | 3 | 0.47 |
| a21oi_1 | 2 | 0.25 |
| nor3_1 | 2 | 0.25 |
| o211ai_1 | 2 | 0.38 |
| o311ai_0 | 2 | 0.44 |
| o32a_1 | 2 | 0.50 |
| or2_2 | 2 | 0.32 |
| or4_1 | 2 | 0.38 |
-- logic make-up (layout without fill, tap and decap cells) --
logic type | count (synthesis) | in the layout
flops | 94 | 94
buf+inv | 24 | 81
compound gates | 23 | 23
fa+ha+maj | 7 | 7
xor+xnor | 8 | 8
simple gates | 157 | 157
mux | 41 | 41
-- sequential cells by signal, indices dropped and copies added (netlist names) --
signal	count
cken	1
delay_cnt	6
enc_pos	40
pos	39
rd_cnt	5
rd_state	3
-- metrics by stage --
step | hold WS, ns | setup slack, ns
6_report | 0.481 | 1.18
5_1_grt | 0.486 | 1.14
4_1_cts | 0.480 | 1.15
3_5_place_dp | 0.463 | 1.46
3_3_place_gp | 0.467 | 1.46
2_1_floorplan | 0.433 | 1.85
-- final timing paths --
kind / startpoint / to / slack, ns / cells after the start
min in group asynchronous: rst_n / enc_pos[24] / 0.80 / 1
max in group asynchronous: rst_n / delay_cnt[2] / 4.62 / 2
worst max register to register: rd_state[1] / enc_pos[32] / 4.33 / 6
worst min-delay path: delay_cnt[5] / delay_cnt[5] / 0.48 / 1
worst max-delay path: enc_clk / oclk / 1.18 / 4
worst min register to register: delay_cnt[5] / delay_cnt[5] / 0.48 / 1
-- power groups by stage --
stage         Combinational (W)  Sequential [W]  Clock, W
global route           0.000386        0.000678  0.000463
CTS                    0.000346        0.000671  0.000443
finish                 0.000340        0.000671  0.000425
-- metal layers --
layer	part of all wire [%]	global-route usage, %
met5	0	0
met4	2.0	2.68
met3	4.2	3.43
met2	45	22.3
met1	49	24.7
Power and IR drop assume default switching activity.
