### config.mk
export PLATFORM = sky130hd
export DESIGN_NAME = endat
export DESIGN_NICKNAME = endat
export VERILOG_FILES = /design/flow/design.v
export SDC_FILE = /design/flow/constraint.sdc
export NUM_CORES = 4
export LEC_CHECK = 1
export CORE_UTILIZATION = 50
### run.sh
#!/bin/bash
# OpenROAD 26Q1-2900-gdf79404cd8, Yosys 0.63+post, stock flow scripts
make -C /OpenROAD-flow-scripts/flow DESIGN_CONFIG=/design/flow/config.mk WORK_HOME=/design/flow/orfs finish
### constraint.sdc
current_design endat

set clk_period 7.6
set clk_io_pct 0.2

create_clock -name clk0 -period $clk_period [get_ports {enc_clk}]

set non_clock_inputs [all_inputs -no_clocks]
set_input_delay [expr $clk_period * $clk_io_pct] -clock clk0 $non_clock_inputs
set_output_delay [expr $clk_period * $clk_io_pct] -clock clk0 [all_outputs]
### design.v
module endat (
	input rst_n,
	input enc_clk,
	output oclk,
	input enc_data,
	input [9:0] enc_width,
	output reg enc_tdata,
	output reg enc_wr,  
	output reg [39:0] enc_pos
);
reg [3:0] state;
reg [4:0] crc_data;
reg [39:0] pos_data;
reg [4:0] count;
reg [5:0] mode_cmd;
reg cken;
always @(posedge enc_clk, negedge rst_n) begin
	if(!rst_n) begin
		state <= 4'd0;
		crc_data <= 5'd0;
		pos_data <= 40'd0;
		count <= 5'd0;
		mode_cmd <= 6'b000111;
		enc_pos <= 40'd0;
		cken <= 1'b0;
		enc_wr <= 1'b0;
		enc_tdata <= 1'b0;
	end
	else begin
		case(state)
			4'd0: begin 
				if(!enc_data) begin
					state <= state + 1'b1;
					cken <= 1'b1;
					enc_wr <= 1'b0;
				end
			end
			4'd1: begin 
				state <= state + 1'b1;
			end
			4'd2: begin 
				state <= state + 1'b1;
				count <= 5'd0;
				mode_cmd <= 6'b000111; 
			end
			4'd3: begin 
				if(count > 5'd5) begin
					state <= state + 1'b1;
					enc_tdata <= 1'b0;
					enc_wr <= 1'b0;
				end
				else begin
					count <= count + 1'b1;
					enc_tdata <= mode_cmd[5];
					mode_cmd <= {mode_cmd[4:0], 1'b0};
					enc_wr <= 1'b1; 
				end
			end
			4'd4: begin 
				count <= 5'd0;
				state <= state + 1'b1;
				enc_tdata <= 1'b0;
				enc_wr <= 1'b0;
			end
			4'd5: begin 
				state <= state + 1'b1;
			end
			4'd6: begin 
				if(enc_data) state <= state + 2'd2;
			end
			4'd7: begin 
				state <= state + 1'b1;
				count <= 5'd0;
			end
			4'd8: begin 
				state <= state + 1'b1;
				pos_data <= 0;
			end
			4'd9: begin 
				pos_data <= {pos_data[38:0], enc_data};
				if(count > enc_width-2) begin
					state <= state + 1'b1;
					count <= 5'd0;
				end
				else count <= count + 1'b1;
			end
			4'd10: begin 
				enc_pos <= pos_data;
				if(count > 5'd3) begin
					state <= state + 1'b1;
					crc_data <= {crc_data[3:0], enc_data};
					count <= 5'd0;
				end
				else begin
					count <= count + 1'b1;
					crc_data <= {crc_data[3:0], enc_data};
				end
			end
			4'd11: begin 
				cken <= 1'b0;
				if(count == 5'd8) state <= 0;
				else count <= count + 1'b1;
			end
			default: begin
				state <= 4'd0;
			end
		endcase
	end
end
assign oclk = (cken == 1'b1)? enc_clk: 1'b1; 
endmodule
==> flow_summary.json <==
{
  "status": "finished, final reports clean",
  "cp-end-kind": "output pin",
  "worst_r2r_path_depth": 6,
  "final_cells": 503,
  "cp_slowest_cell": "clkdlybuf4s50_1",
  "first_global_vias": 2662,
  "async_flop_share_pct": 100.0,
  "setup_viol": 0,
  "log.warning_count": 33,
  "power.density_nw_per_um2": 266.6,
  "dr.pass1.iters": 4,
  "dp_hpwl_um": 5000,
  "critPathLaunchType": "clock port",
  "topCellsByArea": "dfrtp_1, mux2_2, a22o_1, ha_1, dfstp_2",
  "max_slew.worst_pin.slew_ns": 0.7174,
  "ys_types": 60,
  "drcViolationCount": 0,
  "vias": 2812,
  "synth-main-ff-cell": "dfrtp_1",
  "dp.cells": 484,
  "top_area_cell": "dfrtp_1",
  "comb_power_share_pct": 28.7,
  "areaGrowthSynthToFinish_pct": 19.67,
  "critPathRequiredTime_ns": 6.08,
  "grt_use_total_pct": 19.66,
  "slew_violations": 0,
  "yosys_cells": 338,
  "drv_cap": 0,
  "fin_area_um2": 5223,
  "synth_top_area_share_pct": 54.47,
  "synthCells": 338,
  "edf_count": 0,
  "final_util_pct": 62.62,
  "cp.depth": 4,
  "critical_path_class": "clock port to output pin",
  "clk_transition_reported_paths_ns": 0.09,
  "p_sw_share_pct": 33.77,
  "worstPathArrival_ns": 4.54,
  "dpl_cell_area_um2": 4990,
  "min_path_cells": 1,
  "fin_tns_setup_ns": 0,
  "synth_area_um2": 4364,
  "ys_warn_count": 1,
  "power.leakage_nw": 2.476,
  "use_met2_pct": 25.54,
  "rows": 33,
  "grt_antenna_before_repair": 0,
  "path_buffers": 3,
  "cp_top_family": "buffers and inverters",
  "antennaDiodeCount": 0,
  "p_seq_share_pct": 44.4,
  "io_pins": 56,
  "die_h_um": 95.43,
  "met3_usage_pct": 5.191,
  "max_stage_delay_ns": 0.39,
  "post_cts_buffers": 0,
  "path_cells": "clkbuf_8 > clkbuf_8 > nand2b_1 > clkdlybuf4s50_1",
  "grt_setup_unrepaired": "false",
  "initial_core_util_pct": 52.33,
  "hold_class": "flop to flop",
  "critical_path.max_fanout": 2,
  "p_sw_uw": 470.2,
  "grt_pass1_wl_um": 13250,
  "grt_max_degree": 60,
  "core_area_um2": 8341,
  "finalHoldViolations": 0,
  "io_buffer_count": 55,
  "vias_per_cell": 5.590,
  "skew_ns": 0.01047,
  "cts_hold_buf": 0,
  "max_slew_margin_pct": 52.17,
  "ctsResizeCount": 0,
  "avgSynthCellArea_um2": 12.91,
  "power_frac_clock_pct": 26.8,
  "drive_above_1_share_pct": 21.61,
  "wire_per_inst_um": 15.99,
  "drt_wl_total_um": 8041,
  "place_congestion": 0.8050,
  "power.internal_uw": 922.1,
  "die_width_um": 95.43,
  "cts_tree": "built",
  "ant_nets": 0,
  "ys.flops": 98,
  "gr-usage-met1_pct": 35.70,
  "gr-total-overflow": 0,
  "chipArea_um2": 9106,
  "busiest_layer": "met1",
  "synth-area-yosys_um2": 4364,
  "ys_seq_share_pct": 56.28,
  "vdd_ir_drop_max_mv": 0.1492,
  "clk_latency_ns": 0.46,
  "crit_top_cell": "clkbuf_8",
  "drtIter0Drc": 126
}
## power by group through the flow
| stage | logic [mW] | registers (mW) | clock network [mW] |
|---|---|---|---|
| after CTS | 0.399 | 0.619 | 0.392 |
| after global routing | 0.448 | 0.628 | 0.412 |
| final | 0.400 | 0.619 | 0.374 |
## cells in the final DEF (no fill, tap or decap), types with 2 or more instances in the layout
cell	Yosys	routed
dfrtp_1	95	95
clkdlybuf4s50_1	0	54
a22o_1	43	43
mux2_2	40	40
ha_1	14	14
a21oi_1	13	13
clkbuf_8	1	13
nand2_1	13	12
inv_1	11	11
nand3_1	7	7
nor2_1	7	7
nor3_1	7	7
o21ai_0	6	6
xnor2_1	5	5
buf_4	3	5
nand2b_1	3	3
and2_1	3	3
o21ai_1	4	3
o31ai_1	3	3
xor2_1	3	3
inv_6	0	3
dfstp_2	3	3
nand4_1	2	2
nor3b_1	2	2
nor2b_1	2	2
a31oi_1	2	2
## cells by family after synthesis
logic type                 after synthesis  synth area share (%)
buffers and inverters                   29                 3.182
AOI/OAI and AO/OA                       88                 16.26
muxes                                   42                 10.87
xor gates and xnor gates                 8                 1.606
and+or+nand+nor                         59                 7.799
DFF                                     98                 56.28
adders and majority gates               14                 4.014
## cell type report
| type | instances | area, um^2 |
|---|---|---|
| Inverter | 11 | 41.29 |
| Tap cell | 105 | 131.4 |
| Timing Repair Buffer | 58 | 568.0 |
| Multi-Input combinational cell | 211 | 1783 |
| Clock inverter | 6 | 53.80 |
| Clock buffer | 14 | 188.9 |
| Sequential cell | 98 | 2456 |
| Fill cell | 647 | 3118 |
## metrics by stage
stage / worst slack [ns] / power [mW] / hold WS (ns)
2_1_floorplan: 2.185 / 0.9282 / 0.4423
3_3_place_gp: 1.785 / 1.039 / 0.4828
3_5_place_dp: 1.785 / 1.039 / 0.4848
4_1_cts: 1.532 / 1.411 / 0.5133
5_1_grt: 1.508 / 1.487 / 0.5242
6_report: 1.543 / 1.392 / 0.5075
## worst register-to-register path: cells and delay by family (launching register included)
| family | cells | cell delay (ns) |
|---|---|---|
| flops | 1 | 0.64 |
| compound gates | 2 | 0.41 |
| buf+inv | 1 | 0.27 |
| simple gates | 3 | 1.01 |
## registers in the layout, summed over array words and instances, names as in the netlist
register,count
enc_wr,1
enc_tdata,1
pos_data,40
enc_pos,40
state,4
count,5
cken,1
mode_cmd,6
## metal layers
metal	routed length (um)	part of all wire [%]
met1	4169	52
met2	3286	41
met3	489	6.1
met4	94	1.2
met5	0	0
## cell usage after synthesis (2+ instances only)
cell type and n:
nand3_1 7, a31oi_1 2, xnor2_1 5, dfrtp_1 95
nor3b_1 2, and2_1 3, o21ai_0 6, inv_1 11
buf_4 3, nor3_1 7, nor2b_1 2, mux2_2 40
o21ai_1 4, nand4_1 2, buf_1 4, a21oi_1 13
nand2b_1 3, xor2_1 3, o31ai_1 3, clkbuf_1 8
nor2_1 7, ha_1 14, nand2_1 13, dfstp_2 3
a22o_1 43
## path summary, 6_finish.rpt
| path | from | to | slack, ns |
|---|---|---|---|
| max | enc_clk | oclk | 1.54 |
| min | pos_data[39] | pos_data[39] | 0.51 |
| max reg2reg | state[2] | count[0] | 5.14 |
| min reg2reg | pos_data[39] | pos_data[39] | 0.51 |
| max in group asynchronous | rst_n | enc_pos[16] | 5.47 |
| min in group asynchronous | rst_n | count[1] | 1.02 |
No activity file was given, so power comes from the tool's default toggle rates.
